[flow/run.sh]
#!/bin/bash
# OpenROAD 26Q1-2900-gdf79404cd8, Yosys 0.63+post, stock flow scripts
make -C /OpenROAD-flow-scripts/flow DESIGN_CONFIG=/design/flow/config.mk WORK_HOME=/design/flow/orfs finish
[flow/config.mk]
export PLATFORM = sky130hd
export DESIGN_NAME = fibonacci
export DESIGN_NICKNAME = fibonacci
export VERILOG_FILES = /design/flow/design.v
export SDC_FILE = /design/flow/constraint.sdc
export NUM_CORES = 4
export LEC_CHECK = 1
export CORE_UTILIZATION = 30
[flow/constraint.sdc]
current_design fibonacci

set clk_period 13.1
set clk_io_pct 0.2

create_clock -name clk0 -period $clk_period [get_ports {clk}]

set non_clock_inputs [all_inputs -no_clocks]
set_input_delay [expr $clk_period * $clk_io_pct] -clock clk0 $non_clock_inputs
set_output_delay [expr $clk_period * $clk_io_pct] -clock clk0 [all_outputs]
[flow/design.v]
module fibonacci
(
    input  logic        clk,
    input  logic        rst,
    input  logic        in_valid,
    input  logic [7:0]  in_data,
    output logic        in_ready,
    output logic        out_valid,
    output logic [31:0] out_data,
    input  logic        out_ready
);
    logic [7:0] count;
    logic [31:0] prev;
    logic [31:0] cur;
    logic [31:0] nxt;
    always_comb begin
        if (out_ready) begin
            if (in_valid) begin
                in_ready = count + 1'b1 >= in_data;
            end else begin
                in_ready = 1'b1;
            end
        end else begin
            in_ready = 1'b0;
        end
    end
    always_ff @(posedge clk, posedge rst) begin
        if (rst) begin
            count <= '0;
        end else if (in_valid & in_ready) begin
            count <= '0;
        end else if (out_valid & out_ready) begin
            count <= count + 1'b1;
        end
    end
    always_ff @(posedge clk, posedge rst) begin
        if (rst) begin
            cur <= '0;
            prev <= '0;
        end else if (in_valid & in_ready) begin
            cur <= '0;
            prev <= '0;
        end else if (out_valid & out_ready) begin
            cur <= nxt;
            prev <= cur;
        end
    end
    always_comb nxt = count == 0 ? 1 : cur + prev;
    always_comb out_valid = in_valid && (in_data > 0);
    always_comb out_data = cur;
endmodule
==> impl_metrics.csv <==
group,metric,value,unit
detailed_routing,ant_nets,0,
clock_tree,clkLatencyLatePin,0.33,ns
floorplan,die_w,128,um
floorplan,dieArea,16300,um2
worst_setup_path,cpPeakStageDelay,0.43,ns
power_and_ir_drop,power.density,114,nW/um2
floorplan,floorplanUtilization,30.9,%
floorplan,core_area,15300,um2
layout,regArea,1800,um2
logic_synthesis,synthDistinctLibCells,59,
clock_tree,root_buffer,"clkbuf_16",
power_and_ir_drop,switching_share,30.0,%
run,max-cap-violations,0,
global_route,grt_start_max_net_pins,47,
logic_synthesis,yosys_most_used_dff,"dfrtp_1",
logic_synthesis,syn_inst,519,
worst_setup_path,cp_data_arrival_time,4.73,ns
timing,skew,0.00595,ns
timing,finalClockPeriodUsage,56.1,%
detailed_routing,drt_pass1_iterations,4,
power_and_ir_drop,leakagePower,2.66,nW
detailed_routing,wirelength,10400,um
clock_tree,postCtsSetupBuffers,0,
power_and_ir_drop,total_power,0.646,mW
placed_design,gp_congestion,0.848,
floorplan,rows,45,
run,warnings,26,
timing,fmax,0.136,GHz
power_and_ir_drop,ir_drop,58.5,uV
worst_setup_path,critical_path.endpoint_type,"primary output",
worst_setup_path,criticalPathCategory,"primary input to primary output",
power_and_ir_drop,combPwrFrac,23.6,%
timing,fin_setup_tns,0,ns
timing,worst_pin_slew,0.579,ns
detailed_routing,via_per_inst,4.99,
floorplan,ios,46,
clock_tree,cts_resized,0,
logic_synthesis,async_reset_ff_share,100,%
logic_synthesis,edf_count,0,
detailed_routing,antenna_cells,0,
timing,post-route-min-period,7.35,ns
logic_synthesis,synth_dominant_cell_count,"nand2_1",
worst_setup_path,slowest_stage,"clkdlybuf4s50_1",
global_route,antenna_found_initial,0,
global_route,track_usage,13.8,%
power_and_ir_drop,clkPwrFrac,34.6,%
floorplan,die_h,128,um
logic_synthesis,ys_seq_share,38.0,%
run_status,status,"finished clean",
layout,layout-drive-gt1-share,7.82,%
placed_design,dpl.hpwl,7110,um
layout,mi_logic_area,2780,um2
clock_tree,h-tree-depth,3,
clock_tree,cts_tree,"yes",
clock_tree,clkSlewWorstSetupHoldPaths,0.05,ns
detailed_routing,vias,3866,
logic_synthesis,ys_cells,519,
timing,finalMaxSlewViolations,0,
logic_synthesis,yosysWarnings,1,
clock_tree,cts_buffer_depth,2,
logic_synthesis,ys_area,4740,um2
clock_tree,cts_made_buffers,9,
logic_synthesis,top_cell_area_share,38.0,%
detailed_routing,drc,0,
logic_synthesis,synth_flops,72,
worst_setup_path,cp-start-kind,"primary input",
global_route,grt_pass1_wl,18200,um
logic_synthesis,syn_area,4740,um2
timing,setup_viol,0,
clock_tree,cts_hold_buf,0,
power_and_ir_drop,power_frac_seq,41.9,%
worst_setup_path,worstPathMaxFanout,2,
worst_setup_path,path_cells,"clkdlybuf4s50_1 > ha_1 > nand2b_1 > a21o_1 > a21oi_1 > o21ai_1 > a21o_1 > a21oi_1 > a21boi_0 > clkdlybuf4s50_1",
global_route,gr-total-overflow,0,
placed_design,io_buffers,45,
worst_setup_path,crit_required,10.48,ns
layout,nFillCells,1521,
timing,slew_headroom,61.4,%
power_and_ir_drop,power.switching,0.194,mW
logic_synthesis,top_cells_by_count,"nand2_1, dfrtp_1, a21oi_1",
logic_synthesis,area_leaders,"dfrtp_1, ha_1, nand2_1",
logic_synthesis,avgSynthCellArea,9.13,um2
global_route,grt_pass1_vias,3825,
timing,rsz0062_at_grt,"no",
power_and_ir_drop,intPower,0.452,mW
worst_hold_path,min_path_type,"flop to flop",
detailed_routing,drtIter0Drc,178,
layout,syn_to_final_growth,19.8,%
timing,hold_violations,0,
detailed_routing,wire_per_inst,13.5,um
logic_synthesis,top_area_cell,"dfrtp_1",
clock_tree,clock_sinks,72,
==> area by class of cell <==
class / count / area share [%]
clock inverter: 3 / 0.308
sequential: 72 / 31.7
tap: 211 / 4.65
inverter: 18 / 1.19
timing repair buffer: 51 / 8.72
multi-input combinational: 406 / 49.0
clock buffer: 13 / 4.41
==> cell usage in the layout (no fill, tap or decap), drive strengths merged, types with 3 or more instances in the layout <==
cell           netlist  final
a211oi               3      3
a21o                19     19
a21oi               67     67
a22o                30     30
a31oi                6      6
buf                  3      6
clkbuf              20     13
clkdlybuf4s50        0     45
dfrtp               72     72
ha                  41     41
inv                 18     18
nand2               96     96
nand3               14     14
nand4                3      3
nor2                21     21
nor3                 7      7
nor4                 4      4
o21a                 4      4
o21ai               13     13
o41ai                3      3
xnor2               27     27
xor2                14     14
==> final timing paths <==
check,depth (start not counted),slack (ns),from,end
worst max-delay path,10,5.75,in_data[0],in_ready
min in group asynchronous,2,2.66,rst,cur[4]$_DFFE_PP0P_
max in group asynchronous,3,9.46,rst,cur[22]$_DFFE_PP0P_
worst min register to register,2,0.53,prev[27]$_DFFE_PP0P_,prev[27]$_DFFE_PP0P_
worst max register to register,12,9.73,count[0]$_DFFE_PP0P_,cur[26]$_DFFE_PP0P_
worst min-delay path,2,0.53,prev[27]$_DFFE_PP0P_,prev[27]$_DFFE_PP0P_
==> power by group through the flow <==
stage	sequential [mW]	combinational [mW]	clock, mW
6_report	0.270	0.152	0.223
5_1_grt	0.274	0.172	0.240
4_1_cts	0.271	0.154	0.228
==> metal layers <==
metal | up-vias | part of all wire, % | wire length, um | track usage [%]
li1 | 1940 | - | - | -
met1 | 1831 | 50 | 5220 | 21.3
met2 | 85 | 44 | 4550 | 21.5
met3 | 10 | 5.1 | 537 | 2.34
met4 | 0 | 1.2 | 124 | 1.59
met5 | - | 0 | 0 | 0
==> flip-flops by register name (all words and copies together) (netlist names) <==
name	cells
count	8
cur	32
prev	32
==> worst max-delay path, delay by kind of cell <==
family / cells / cell delay (ns)
fa+ha+maj: 1 / 0.29
simple gates: 1 / 0.14
compound gates: 6 / 0.82
buf+inv: 2 / 0.84
==> per-stage QoR <==
stage	hold slack [ns]	instances	util (%)	instance area [um2]	worst slack, ns
2_1_floorplan	0.494	519	-	4740	6.75
3_3_place_gp	0.518	758	35.3	5410	5.80
3_5_place_dp	0.524	758	35.3	5410	5.78
4_1_cts	0.532	774	37.1	5680	5.75
5_1_grt	0.549	774	37.1	5680	5.68
6_report	0.528	774	37.1	5680	5.75
==> kinds of logic (layout without fill, tap and decap cells) <==
logic type	count (synthesis)	after routing	share of synthesized area [%]
simple gates	163	163	15.3
flops	72	72	38.0
fa+ha+maj	42	42	11.2
xor+xnor	41	41	7.58
buf+inv	41	85	3.38
compound gates	160	160	24.5
Power and IR drop assume default switching activity.
